<file path="run.sh">
#!/bin/bash
# OpenROAD 26Q1-2900-gdf79404cd8, Yosys 0.63+post, stock flow scripts
make -C /OpenROAD-flow-scripts/flow DESIGN_CONFIG=/design/flow/config.mk WORK_HOME=/design/flow/orfs finish
</file>
<file path="config.mk">
export PLATFORM = sky130hd
export DESIGN_NAME = add1
export DESIGN_NICKNAME = add1
export VERILOG_FILES = /design/flow/design.v
export SDC_FILE = /design/flow/constraint.sdc
export NUM_CORES = 4
export LEC_CHECK = 1
export CORE_AREA = 10 10 193 193
export DIE_AREA = 0 0 203 203
</file>
<file path="constraint.sdc">
current_design add1

set clk_period 45.5
set clk_io_pct 0.2

create_clock -name clk0 -period $clk_period

set non_clock_inputs [all_inputs -no_clocks]
set_input_delay [expr $clk_period * $clk_io_pct] -clock clk0 $non_clock_inputs
set_output_delay [expr $clk_period * $clk_io_pct] -clock clk0 [all_outputs]
</file>
<file path="design.v">
module add1
#(parameter Size = 45, radix = 54)
(
	input [Size-1:0] a_0,
	input [Size-1:0] a_1,
	input [Size-1:0] a_2,
	input [Size-1:0] a_3,
	input [Size-1:0] a_4,
	input [Size-1:0] a_5,
	output [radix*2-1:0] res_0,
	output [radix*2-1:0] res_1
);
	wire [radix*2-1:0] a_0_w = {63'b0,a_0};
	wire [radix*2-1:0] a_1_w = {45'b0,a_1,18'b0};
	wire [radix*2-1:0] a_2_w = {27'b0,a_2,36'b0};
	wire [radix*2-1:0] a_3_w = {36'b0,a_3,27'b0};
	wire [radix*2-1:0] a_4_w = {18'b0,a_4,45'b0};
	wire [radix*2-1:0] a_5_w = {a_5,63'b0};
	add2 add2_0(a_0_w,a_1_w,a_2_w,res_0);
	add2 add2_1(a_4_w,a_5_w,a_6_w,res_1);
endmodule
module add2
#(radix = 54)
(
	input [radix*2-1:0] a_0,
	input [radix*2-1:0] a_1,
	input [radix*2-1:0] a_2,
	output [radix*2-1:0] res
);
	assign res = a_0+a_1+a_2;
endmodule
</file>
==> results.cfg <==
; physical design summary
[setup_path]
cp-start-kind = input port
required_ns = 36.40
critPathMaxFanout = 8
cp.arrival_ns = 15.15
criticalPathCategory = in -> out
endpoint_kind = output pin

[pwr]
p_int_uw = 80.38
p_sw_share_pct = 41.71
p_seq_share_pct = 0
clkPwrFrac_pct = 0
switching_power_uw = 57.52
power_density_mw_per_mm2 = 15.21
ir_drop_mv = 0.01007
p_comb_share_pct = 100.0
leakage_uw = 0.003736

[synth]
ys_warn_count = 3
ys_area_mm2 = 0.006136
largest_area_cell = ha_1
synth.area.top_cells = ha_1 17%, buf_4 13%, xnor2_1 10%
synth-xor-area-share_pct = 17.41
fa_ha_area_share_pct = 18.31
top_logic_kind = AND-OR/OR-AND gates
ys_sh_simple_pct = 21.31
mux_area_share_pct = 0
synth_area_mm2 = 0.006136
ys_seq_share_pct = 0
top_cell_area_share_pct = 17.33
ys_cells = 865
syn_avg_cell_area_um2 = 7.094
ys_top_cells_by_count = 107 x buf_4, 85 x ha_1, 75 x a21oi_1
most_common_cell = buf_4
yosysUniqueCellTypes = 60
syn_inst = 865
aoi_share_pct = 27.49

[place]
dp_hpwl_um = 21750
pre_cts_ws_ns = 21.26
place_area_mm2 = 0.009064
io_buffer_count = 298
gp_congestion = 0.8861

[drt]
remaining_drc_errors = 0
wl_per_cell_um = 15.42
ant_nets = 0
num_vias = 6701
wl_um = 23910
dr.first_iter.drc_count = 225
firstDrtPassIters = 4
post_drt_via_cell_ratio = 4.320

[global_route]
grt_usage_pct = 10.91
grt_pass1_vias = 6959
grt_pass1_wl_um = 36690
antenna_found_initial = 3
overflow = 0
grt_max_degree = 11

[clock_network]
post_cts_buffers = 0
cts_hold_buf = 0
cts_resized = 0

[status]
status = finished clean

[final_timing]
finalSetupViolations = 0
worst_slew_pin_slew_ns = 0.8000
hold_violations = 0
period_needed_ns = 24.25
slew_violations = 0
holdWs_ns = 18.20
slew_headroom_pct = 46.42
setup_ws_ns = 21.25
fmax_ghz = 0.04123
finalClockPeriodUsage_pct = 53.31
tns_ns = 0
rsz0062_at_grt = false

[floorplan]
core_mm2 = 0.03278
fp-row-count = 66
fp.dieW_um = 203
die_height_um = 203
die_area_mm2 = 0.04121
initCoreUtil_pct = 18.72
top_level_ports = 486

[layout]
clock_buffers = 0
ff_latch_area_um2 = 0
flops = 0
fin_area_mm2 = 0.009066
drive_gt1_share_pct = 1.625
utilization_pct = 27.65
syn_to_final_growth_pct = 47.76

[run]
tool_warnings = 80
cap_viol_max_count = 0

[worst_hold_path]
hold_class = in -> out
min_path_cells = 0
[worst paths after layout]
kind                start   endpoint
setup / recovery  a_0[18]  res_0[70]
hold / removal    a_0[10]  res_0[10]
[per-layer routing]
metal  share of wire [%]  track usage, %
met1                  42           13.08
met2                  48           19.06
met3                 7.9           3.238
met4                 1.9           1.812
met5               0.079               0
[layout make-up]
| type | count | area, um^2 |
|---|---|---|
| Antenna cell | 1 | 2.502 |
| Fill cell | 3567 | 23720 |
| Inverter | 20 | 75.07 |
| Timing Repair Buffer | 298 | 2983 |
| Tap cell | 442 | 553.0 |
| Multi-Input combinational cell | 790 | 5453 |
[cells in the final DEF, fill, tap and decap left out, types with 10 or more instances in the layout]
cell / n
o21a_1: 14
nand2b_1: 12
conb_1: 71
xnor2_1: 72
nor2_1: 73
clkdlybuf4s50_1: 298
nor2b_1: 11
a21oi_1: 75
and3_1: 10
nor3_1: 10
a21o_1: 33
inv_1: 20
nand3_1: 26
xor2_1: 50
o21ai_0: 38
ha_1: 85
nand4_1: 18
nand2_1: 71
[power groups by stage]
stage / clock (uW) / sequential, uW / combinational, uW
CTS: 0 / 0 / 140
finish: 0.00000295 / 0 / 138
global route: 0.00000294 / 0 / 153
[worst max-delay path, stage by stage]
cell and delay [ns]:
clkdlybuf4s50_1 0.46, ha_1 0.17, inv_1 0.06, fa_1 0.39
nand2b_1 0.18, a21oi_1 0.23, o21ai_1 0.20, a2111oi_2 0.52
o211ai_2 0.20, o22ai_2 0.45, nand3_1 0.16, xnor2_1 0.16
ha_1 0.36, o21ai_0 0.18, nor2_1 0.08, o41a_1 0.34
or3_1 0.34, o2111ai_1 0.28, a31oi_1 0.34, o2111ai_1 0.33
xnor2_1 0.14, clkdlybuf4s50_1 0.49
[cell families (layout without fill, tap and decap cells)]
group                    count (synthesis)  after routing
AND/OR/NAND/NOR                        266            266
adder cells (fa/ha/maj)                 88             88
XOR/XNOR                               122            122
AND-OR/OR-AND                          243            243
other                                    1             72
buffers and inverters                  145            318
[stage by stage]
stage               total power [uW]  instances
floorplan                      69.92        935
global placement               139.6       1550
detailed placement             139.1       1550
CTS                            140.3       1550
global route                   152.8       1551
finish                         137.9       1551
No activity file was given, so power comes from the tool's default toggle rates.
