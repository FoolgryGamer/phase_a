--- /design/flow/run.sh ---
#!/bin/bash
# OpenROAD 26Q1-2900-gdf79404cd8, Yosys 0.63+post, stock flow scripts
make -C /OpenROAD-flow-scripts/flow DESIGN_CONFIG=/design/flow/config.mk WORK_HOME=/design/flow/orfs finish
--- /design/flow/config.mk ---
export PLATFORM = sky130hd
export DESIGN_NAME = multiplier_66
export DESIGN_NICKNAME = multiplier_66
export VERILOG_FILES = /design/flow/design.v
export SDC_FILE = /design/flow/constraint.sdc
export NUM_CORES = 4
export LEC_CHECK = 1
export CORE_UTILIZATION = 30
--- /design/flow/constraint.sdc ---
current_design multiplier_66

set clk_period 17.8
set clk_io_pct 0.2

create_clock -name clk0 -period $clk_period [get_ports {clk}]

set non_clock_inputs [all_inputs -no_clocks]
set_input_delay [expr $clk_period * $clk_io_pct] -clock clk0 $non_clock_inputs
set_output_delay [expr $clk_period * $clk_io_pct] -clock clk0 [all_outputs]
--- /design/flow/design.v ---
`timescale 1ns / 1ps
module multiplier_66(
	input clk,
	input rst_n,
	input [65:0] a,
	input [65:0] b,
	output [1:0] res
);
	wire [21:0] wire_a [2:0];
	wire [16:0] wire_b [3:0];
	assign wire_a[0] = a[21:0];
	assign wire_a[1] = a[43:22];
	assign wire_a[2] = a[65:44];
	assign wire_b[0] = b[16:0];
	assign wire_b[1] = b[33:17];
	assign wire_b[2] = b[50:34];
	assign wire_b[3] = {2'd0, b[65:51]};
	reg [131:0] out[11:0];
	reg [131:0] tmp[2:0];
	reg [131:0] res_t;
	always @(posedge clk) begin
		if(~rst_n) begin
			out[0] <= 0; out[1] <= 0; out[2] <= 0; 
			out[3] <= 0; out[4] <= 0; out[5] <= 0; 
			out[6] <= 0; out[7] <= 0; out[8] <= 0;
			tmp[0] <= 0; tmp[1] <= 0; tmp[2] <= 0;
			res_t <= 0;
		end
		else begin
			out[0] <= wire_a[0]*wire_b[0];          out[1] <= (wire_a[0]*wire_b[1])<<17;    out[2] <= (wire_a[0]*wire_b[2])<<34;    out[3] <= (wire_a[0]*wire_b[3])<<51;    
			out[4] <= (wire_a[1]*wire_b[0])<<22;    out[5] <= (wire_a[1]*wire_b[1])<<39;    out[6] <= (wire_a[1]*wire_b[2])<<56;    out[7] <= (wire_a[1]*wire_b[3])<<73;
			out[8] <= (wire_a[2]*wire_b[0])<<44;    out[9] <= (wire_a[2]*wire_b[1])<<61;    out[10] <= (wire_a[2]*wire_b[2])<<78;    out[11] <= (wire_a[2]*wire_b[3])<<95;
			tmp[0] <= out[0]+out[1]+out[2] + out[3];
			tmp[1] <= out[4]+out[5] + out[6]+out[7];
			tmp[2] <= out[8] + out[9] + out[10] + out[11];
			res_t <= tmp[0] + tmp[1] + tmp[2];
		end
	end
	assign res = res_t[131:130];
endmodule
==> impl_metrics.ini <==
; generated from flow reports
[clock_network]
cts_hold_buf = 0
cts_tree = done
cts_resized = 0
cts_buffers = 86
clk_pin_slew_ps = 70
cts_setup_buffers = 0
cts_buffer_depth = 3
h-tree-depth = 3
clk-insertion-delay-late_ps = 740
cts.sinks = 691
cts_root_buffer = clkbuf_16

[setup_path]
crit_path_end_kind = register
rr_endpoint = tmp[0][84]$_SDFF_PN0_
critPathMaxFanout = 27
r2r-start = out[0][35]$_SDFF_PN0_
crit_path_start = a[7]
arrival_ps = 11390
cp-endpoint = out[3][85]$_SDFF_PN0_
r2r_slack_ps = 12890
cp.required_ps = 18450
rr_worst_depth = 13
critical_path_class = primary input to register
startpoint_type = primary input

[placement]
dp_slack_ps = 6432
gp_congestion = 0.9393
portBuffers = 135
dp_hpwl_um = 394100

[sta]
slew_violations = 0
finalSetupTns_ps = 0
min_period_ps = 10740
finalClockPeriodUsage_pct = 60.33
hold_viol = 0
setup_ws_ps = 7062
whs_ps = 432.6
clock.fmax_mhz = 93.13
relSlewSlack_pct = 31.62
setup_violations = 0
worst-slew-pin-transition_ps = 1016
fin_skew_ps = 43.27
rsz0062_at_grt = false

[drt]
routed_wl_um = 503300
wl_per_cell_um = 18.63
drt_iter0_drc = 5597
postRouteAntennaNets = 0
routed_via_density = 4.666
drt_pass1_iterations = 21
num_vias = 126100
drc = 0

[synthesis]
synth-edff-count = 115
synth_adder_area_share_pct = 53.49
ys_sh_simple_pct = 17.05
ys_sh_xor_pct = 2.413
ys_ff = 691
synthesis.area_um2 = 173500
synth.distinct_cells = 106
synthCells = 19780
top_cells_by_area = fa_1 41%, ha_1 13%, inv_1 9.3%, and2_1 6.7%, dfxtp_1 6.6%
ys_warn_count = 3
syn_area_per_cell_um2 = 8.769
top_cell_area_share_pct = 40.85
ff_type = dfxtp_1
postSynthSeqShare_pct = 8.637
synthAoiAreaFrac_pct = 6.558
synthArstFlopShare_pct = 0
top_logic_kind = adder cells
yosysChipArea_um2 = 173500
yosysCellCount = 19780
largest_area_cell = fa_1
mux_share_pct = 0.1962

[worst_hold_path]
min_path_type = register to register

[global_route]
grt_pass1_vias = 135800
grt_pass1_wl_um = 797900
antenna_found_initial = 54
grt_max_degree = 89
grt_remaining_overflow = 0
gr-usage-all-layers_pct = 18.57

[flow_run]
maxCapViolCount = 0
warnings = 25

[die]
fp.dieW_um = 762.5
ios = 136
fp_util_pct = 30.19
die_area_um2 = 581400
core.rowCount = 278
fp.dieH_um = 762.5
core-area_um2 = 574600

[layout]
fillers = 59110
syn_to_final_growth_pct = 6.714
mostFrequentLayoutCell = inv_1
final_cell_mix = 4310 x inv_1, 3540 x fa_1, 2937 x nand2_1, 1861 x and2_1, 1753 x ha_1
drive_gt1_share_pct = 3.420

[status]
status = finished, final reports clean
==> Yosys cell counts (10+ instances only) <==
cell type and number:
o21a_1 68, or2_2 22, nor3b_1 21, fa_1 3540
nand2_1 2937, o21ai_0 279, o211ai_1 26, a211o_1 12
a21o_1 334, and2_1 1861, mux2i_1 34, buf_1 26
nor4_1 29, a211oi_1 56, inv_1 4310, a31oi_1 64
xor2_1 200, or3_1 35, nand4_1 95, a31o_2 14
a221oi_1 18, a21oi_1 515, o221ai_1 12, edfxtp_1 115
ha_1 1753, nor2_1 629, o21bai_1 86, a21boi_0 18
clkbuf_1 1042, and4_1 14, nor3_1 117, o2111ai_1 15
xnor2_1 278, a2111oi_0 15, a41oi_1 14, nand3_1 128
a311oi_1 12, and3_1 87, nand2b_1 96, dfxtp_1 576
o21ai_1 22, nor2b_1 70, o31ai_1 31, or4_1 10
==> how the worst min path moves through the flow <==
stage	start	end	slack [ps]	depth (start not counted)
4_1_cts	out[4][23]$_SDFF_PN0_	tmp[1][23]$_SDFF_PN0_	430	1
5_1_grt	out[4][38]$_SDFF_PN0_	tmp[1][38]$_SDFF_PN0_	450	1
6_report	out[4][28]$_SDFF_PN0_	tmp[1][28]$_SDFF_PN0_	430	1
==> layer usage <==
layer / part of all wire [%] / GRT usage [%] / vias to the layer above
met4: 4.3 / 5.836 / 50
met5: 0.085 / 0.1393 / -
li1: - / - / 58100
met1: 39 / 23.52 / 62770
met3: 10 / 8.063 / 709
met2: 46 / 29.17 / 4422
==> critical path, cell delays in order <==
cell,delay (ps)
buf_2,530
buf_4,410
buf_4,490
nand2_1,150
fa_1,590
fa_1,450
fa_1,540
inv_1,60
fa_1,470
inv_1,50
fa_1,480
inv_1,50
fa_1,430
ha_1,340
o21ai_0,120
a21boi_1,240
and3_1,250
o21ai_0,120
nor4_1,790
o31ai_1,240
a211o_1,360
nor2b_1,160
o21ai_0,250
mux2i_1,210
==> metrics by stage <==
step / cells / area (um^2) / util, %
floorplan: 19780 / 173500 / -
global placement: 26840 / 182100 / 31.69
detailed placement: 26840 / 182100 / 31.69
CTS: 27000 / 185100 / 32.21
global route: 27000 / 185100 / 32.21
finish: 27020 / 185100 / 32.22
==> state kept, by name, summed over array words and instances, names as in the netlist <==
| signal | flops |
|---|---|
| out | 445 |
| tmp | 244 |
| res_t | 2 |
==> layout make-up <==
| type | instances | area (um^2) | area share, % |
|---|---|---|---|
| multi-input combinational | 13710 | 138300 | 74.70 |
| inverter | 4311 | 16190 | 8.744 |
| sequential | 691 | 14980 | 8.094 |
| tap | 7700 | 9634 | 5.204 |
| timing repair buffer | 426 | 2980 | 1.610 |
| clock buffer | 110 | 2397 | 1.295 |
| clock inverter | 49 | 600.6 | 0.3244 |
| antenna | 21 | 52.55 | 0.02838 |
==> logic make-up (layout without fill, tap and decap cells) <==
logic type / count (synthesis) / count (layout)
AND/OR/NAND/NOR: 6180 / 6180
buffers and inverters: 5384 / 4896
XOR/XNOR: 478 / 478
flip-flops: 691 / 691
AND-OR/OR-AND: 1724 / 1724
other: 0 / 21
multiplexers: 34 / 34
adder cells (fa/ha/maj): 5293 / 5293
