$ cat design/flow/run.sh
#!/bin/bash
# OpenROAD 26Q1-2900-gdf79404cd8, Yosys 0.63+post, stock flow scripts
make -C /OpenROAD-flow-scripts/flow DESIGN_CONFIG=/design/flow/config.mk WORK_HOME=/design/flow/orfs finish
$ cat design/flow/config.mk
export PLATFORM = sky130hd
export DESIGN_NAME = multiplier_66_1
export DESIGN_NICKNAME = multiplier_66_1
export VERILOG_FILES = /design/flow/design.v
export SDC_FILE = /design/flow/constraint.sdc
export NUM_CORES = 4
export LEC_CHECK = 1
export CORE_UTILIZATION = 50
$ cat design/flow/constraint.sdc
current_design multiplier_66_1

set clk_period 18.3
set clk_io_pct 0.2

create_clock -name clk0 -period $clk_period [get_ports {clk}]

set non_clock_inputs [all_inputs -no_clocks]
set_input_delay [expr $clk_period * $clk_io_pct] -clock clk0 $non_clock_inputs
set_output_delay [expr $clk_period * $clk_io_pct] -clock clk0 [all_outputs]
$ cat design/flow/design.v
`timescale 1ns / 1ps
module multiplier_66_1(
	input clk,
	input rst_n,
	input [65:0] a,
	input [65:0] b,
	output [63:0] res
);
	wire [21:0] wire_a [2:0];
	wire [16:0] wire_b [3:0];
	assign wire_a[0] = a[21:0];
	assign wire_a[1] = a[43:22];
	assign wire_a[2] = a[65:44];
	assign wire_b[0] = b[16:0];
	assign wire_b[1] = b[33:17];
	assign wire_b[2] = b[50:34];
	assign wire_b[3] = {2'd0, b[65:51]};
	reg [131:0] out[11:0];
	reg [131:0] tmp[2:0];
	reg [131:0] res_t;
	always @(posedge clk) begin
		if(~rst_n) begin
			out[0] <= 0; out[1] <= 0; out[2] <= 0; 
			out[3] <= 0; out[4] <= 0; out[5] <= 0; 
			out[6] <= 0; out[7] <= 0; out[8] <= 0;
			tmp[0] <= 0; tmp[1] <= 0; tmp[2] <= 0;
			res_t <= 0;
		end
		else begin
			out[0] <= wire_a[0]*wire_b[0];          out[1] <= (wire_a[0]*wire_b[1])<<17;    out[2] <= (wire_a[0]*wire_b[2])<<34;    out[3] <= (wire_a[0]*wire_b[3])<<51;    
			out[4] <= (wire_a[1]*wire_b[0])<<22;    out[5] <= (wire_a[1]*wire_b[1])<<39;    out[6] <= (wire_a[1]*wire_b[2])<<56;    out[7] <= (wire_a[1]*wire_b[3])<<73;
			out[8] <= (wire_a[2]*wire_b[0])<<44;    out[9] <= (wire_a[2]*wire_b[1])<<61;    out[10] <= (wire_a[2]*wire_b[2])<<78;    out[11] <= (wire_a[2]*wire_b[3])<<95;
			tmp[0] <= out[0]+out[1]+out[2] + out[3];
			tmp[1] <= out[4]+out[5] + out[6]+out[7];
			tmp[2] <= out[8] + out[9] + out[10] + out[11];
			res_t <= tmp[0] + tmp[1] + tmp[2];
		end
	end
	assign res = res_t[127:64];
endmodule
==> results.json <==
{
  "fp_util": 0.502,
  "finalSetupTns_ps": 0,
  "criticalPathCategory": "input port to flip-flop",
  "tightestPinTransition_ps": 1020,
  "edf_count": 111,
  "fin_skew_ps": 124,
  "io_pins": 198,
  "grt_use_total": 0.321,
  "max_cap_violations": 0,
  "dp.final_hpwl_um": 390000,
  "clk_pin_slew_ps": 70,
  "drtIter0Drc": 5323,
  "post_cts_buffers": 0,
  "slew_headroom": 0.320,
  "clk_latency_ps": 900,
  "cts.path.max_buffers": 4,
  "hold_viol": 0,
  "dieArea_um2": 350000,
  "routed_wl_um": 500000,
  "first_global_vias": 135176,
  "area_leaders": "fa_1 (41%), ha_1 (12%), inv_1 (9.3%), dfxtp_1 (7.3%), and2_1 (6.7%)",
  "ys_types": 87,
  "top_area_cell": "fa_1",
  "grt_pass1_wl_um": 792000,
  "cts_hold_buffers": 0,
  "yosys-stat-area_um2": 174000,
  "vias": 126221,
  "outcome": "finished clean",
  "firstDrtPassIters": 5,
  "finish.instance_area_um2": 183000,
  "fill_cells": 32101,
  "cp.required_ps": 19080,
  "warning_count": 25,
  "wl_per_cell_um": 20.8,
  "critPathCaptureType": "flip-flop",
  "async_reset_ff_frac": 0,
  "drc": 0,
  "clock-root-buffer": "clkbuf_16",
  "crit_top_cell": "fa_1",
  "start_kind": "input port",
  "synthToLayoutAreaGrowth_pct": 5.24,
  "crit_family": "adder cells",
  "grt_max_degree": 63,
  "die_x_um": 591,
  "top_area_frac": 0.406,
  "numCtsBuffers": 99,
  "postPlaceCellArea_um2": 179000,
  "cts_tree": "yes",
  "ys_ff": 745,
  "fmax_mhz": 92.6,
  "ys_seq_share": 0.0922,
  "min_path_type": "flip-flop to flip-flop",
  "clock_sinks": 745,
  "yosysWarnings": 3,
  "top_usage_layer": "met2",
  "grt-ovfl-total": 0,
  "htreeDepth": 3,
  "rsz0062_at_grt": "false",
  "synth.avg_cell_area_um2": 8.77,
  "ff_type": "dfxtp_1",
  "syn_inst": 19818,
  "drv_slew": 0,
  "period_used_share": 0.590,
  "cpMaxStageDelayCell": "o31ai_1",
  "setup_viol": 0,
  "io_buffer_count": 197,
  "final_layout_size_suffix_gt1_frac": 0.0347,
  "cpPeakStageDelay_ps": 650,
  "die_h_um": 591,
  "cts_resized": 0,
  "use_met3": 0.161,
  "syn_area_um2": 174000,
  "core_um2": 346000,
  "utilization": 0.529,
  "worstPathMaxFanout": 31,
  "via_per_inst": 5.24,
  "place_congestion": 0.974,
  "gr-usage-met2": 0.478,
  "grt_use_met1": 0.434,
  "crit_buf_inv": 6,
  "worst_ep_arrival_time_ps": 11580,
  "finalCriticalPeriod_ps": 10800,
  "yosys-stat-cells": 19818,
  "rows": 216,
  "ant_nets": 0,
  "antenna_found_initial": 51
}
## cell type report
type / count / area [um2] / share of cell area
clock inverter: 51 / 692 / 0.00378
sequential: 745 / 16000 / 0.0876
clock buffer: 126 / 2780 / 0.0152
multi-input combinational: 13721 / 138000 / 0.753
inverter: 4318 / 16200 / 0.0887
tap: 4578 / 5730 / 0.0313
timing repair buffer: 504 / 3670 / 0.0201
antenna: 40 / 100 / 0.000547
## state kept, by name (all words and copies together) (netlist names)
| name | cells |
|---|---|
| out | 441 |
| tmp | 240 |
| res_t | 64 |
## cells by family (layout without fill, tap and decap cells)
kind of cell,count (synthesis),count (layout),share of synthesized area
AND/OR/NAND/NOR,6238,6238,0.172
buffers and inverters,5352,4999,0.116
adder cells (fa/ha/maj),5235,5235,0.529
AND-OR/OR-AND,1639,1639,0.0604
flip-flops,745,745,0.0922
XOR/XNOR,605,605,0.0305
multiplexers,4,4,0.000230
other,0,40,0
## synth_stat cells, types with 18 or more instances
library cell / count
o21bai_1: 78
nand2b_1: 86
fa_1: 3526
nand3_1: 146
and2_1: 1848
nor2b_1: 86
or3_1: 50
nand4_1: 77
and4_1: 20
inv_1: 4317
a21o_1: 297
o21a_1: 77
o21ai_0: 288
nor3b_1: 37
xnor2_1: 357
ha_1: 1709
edfxtp_1: 111
buf_1: 19
dfxtp_1: 634
o211ai_1: 41
a21oi_1: 535
a211oi_1: 45
a31oi_1: 49
clkbuf_1: 1011
nor2_1: 695
nor4_1: 19
o31ai_1: 31
or2_2: 27
nand2_1: 2909
and3_1: 89
nor3_1: 127
xor2_1: 248
a21boi_0: 18
## metrics by stage
stage / std cells / hold WS [ps] / setup WS, ps
after floorplan: 19818 / 412 / 7940
after global placement: 23866 / 414 / 6630
after detailed placement: 23866 / 418 / 6610
after CTS: 24043 / 425 / 7570
after global routing: 24066 / 443 / 6960
final: 24083 / 422 / 7500
## worst register-to-register path: cells and delay by family (launching register included)
kind            cells  cell delay [ps]
compound gates     16             4540
xor+xnor            1              180
fa+ha+maj           3             1150
buf+inv             2              340
flops               1              310
simple gates        5             1430
## worst paths after layout
kind,start,to,cells after the start,slack (ps)
setup / recovery,b[57],out[7][108],25,7500
hold / removal,out[8][47],tmp[2][47],1,420
setup reg to reg,out[0][21],tmp[0][75],27,10170
hold reg to reg,out[8][47],tmp[2][47],1,420
## cells in the final DEF, fill, tap and decap left out, types with 127 or more instances in the layout
master,netlist,layout
a21o_1,297,297
nand3_1,146,146
nor3_1,127,127
xor2_1,248,248
inv_1,4317,4317
xnor2_1,357,357
o21ai_0,288,288
buf_4,0,316
nor2_1,695,695
fa_1,3526,3526
ha_1,1709,1709
and2_1,1848,1848
dfxtp_1,634,634
a21oi_1,535,535
nand2_1,2909,2909
## metal layers
metal | routed length [um] | share of wire
met3 | 63100 | 0.13
met5 | 421 | 0.00084
met4 | 17200 | 0.034
met1 | 195000 | 0.39
met2 | 224000 | 0.45
